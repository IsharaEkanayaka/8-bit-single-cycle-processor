==> flow/design.v <==
`timescale 1ns/100ps
module icache (
    clock,reset,pc,instruction,busywait,
    i_read,i_address,i_readdata,i_busywait
    );
    input clock,reset;
    input [31:0] pc;
    output reg [31:0] instruction;
    output reg busywait;
    output reg i_read;
    output reg [5:0] i_address;
    input [127:0] i_readdata;
    input i_busywait;
    reg [127:0] cache_data[7:0];  
    reg [2:0] cache_tag[7:0];    
    reg cache_valid[7:0];        
    wire [2:0] index = pc[6:4];
    wire [2:0] tag = pc[9:7];
    wire [1:0] offset = pc[3:2];
    wire  [127:0] block_data;  
    wire [2:0] block_tag;  
    wire valid;  
    wire hit;  
    assign #1 {block_tag,block_data,valid} = {cache_tag[index],cache_data[index],cache_valid[index]};  
    assign #0.9 hit = (valid && (block_tag == tag));  
    always @(*) begin  
        #1
        case (offset)
                2'b00: instruction = cache_data[index][31:0];
                2'b01: instruction = cache_data[index][63:32];
                2'b10: instruction = cache_data[index][95:64];
                2'b11: instruction = cache_data[index][127:96];
        endcase
    end
    always @(*) 
    begin
        if(hit)begin
            busywait = 0;
        end else begin
            busywait = 1;
        end
    end
    parameter IDLE = 1'b0,I_READ = 1'b1;
    reg state, next_state;
    always @(*)
    begin
        case (state)
            IDLE:begin
                if(!hit)      
                    next_state = I_READ;
                else         
                    next_state = IDLE;
            end
            I_READ:begin
                if (!i_busywait)       
                    next_state = IDLE;
                else                  
                    next_state = I_READ;
            end
            default: next_state = IDLE;
        endcase
    end
    always @(*)
    begin
        case(state)
            IDLE:
            begin
                i_read = 0; 
                i_address = 6'dx;
                busywait = 0;  
            end
            I_READ: 
            begin
                i_read = 1;  
                i_address = {tag, index}; 
                busywait = 1;  
                #1 if(i_busywait==0) begin
                    cache_data[index]  = i_readdata ;
                    cache_valid[index] = 1 ;
                    cache_tag[index] = tag ;
                end
            end     
        endcase
    end
	integer i;
    always @(posedge clock or posedge reset)
    begin
        if(reset) begin   
            state <= IDLE;  
            for(i = 0 ; i<8 ;i = i+1) begin
                cache_valid[i] = 0 ;  
            end
        end
        else begin
            state <= next_state;  
        end
    end
    initial
	    begin 
		$dumpfile("cpu_wavedata.vcd");
		for(i=0;i<8;i++)
			$dumpvars(1,cache_data[i],cache_valid[i],cache_tag[i]);  
	    end
endmodule
==> flow/run.sh <==
#!/bin/bash
# OpenROAD 26Q1-2900-gdf79404cd8, Yosys 0.63+post, stock flow scripts
make -C /OpenROAD-flow-scripts/flow DESIGN_CONFIG=/design/flow/config.mk WORK_HOME=/design/flow/orfs finish
==> flow/config.mk <==
export PLATFORM = sky130hd
export DESIGN_NAME = icache
export DESIGN_NICKNAME = icache
export VERILOG_FILES = /design/flow/design.v
export SDC_FILE = /design/flow/constraint.sdc
export NUM_CORES = 4
export LEC_CHECK = 1
export CORE_UTILIZATION = 40
==> flow/constraint.sdc <==
current_design icache

set clk_period 28.5
set clk_io_pct 0.2

create_clock -name clk0 -period $clk_period [get_ports {clock}]

set non_clock_inputs [all_inputs -no_clocks]
set_input_delay [expr $clk_period * $clk_io_pct] -clock clk0 $non_clock_inputs
set_output_delay [expr $clk_period * $clk_io_pct] -clock clk0 [all_outputs]
==> results.txt <==
run results: status=stopped before the end, failing step=1_2_yosys, Run Error=ERROR: Found 1 problems in 'check -assert'., Cell Type Count=between 50 and 60, FF+latch count, synth=1049, Synth area leaders=dlxtn_1 63%, mux2i_1 9.5%, mux4_2 3.3%, ys cells=roughly 2.3k, area leader, netlist=dlxtn_1, YS chip area=24900 µm², Post-synth EDFFs=0, Area leader share=63.1%, synth cell count leaders=1048 x dlxtn_1, 236 x mux2i_1, 141 x o21ai_0, Post-synth ARST share=less than 1%, Dominant flop cell=dlxtn_1, most frequent cell after synthesis=dlxtn_1, Synth Warn #=13
logic make-up after synthesis:
family | share of synthesized area (%)
buf+inv | 4.06
xor+xnor | 0.0352
latches | 63.1
compound gates | 15.3
mux | 13.2
simple gates | 4.08
flops | 0.100
